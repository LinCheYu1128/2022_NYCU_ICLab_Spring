==> /design/flow/design.v <==
package usertype;
typedef enum logic  [3:0] { No_action	= 4'd0 ,
                            Buy			= 4'd1 ,
							Sell		= 4'd2 ,
							Deposit		= 4'd4 , 
							Use_item	= 4'd6 ,
							Check 		= 4'd8 ,
							Attack      = 4'd10
							}  Action ;
typedef enum logic  [3:0] { No_Err       		= 4'd0 ,
                            Already_Have_PKM	= 4'd1 ,
							Out_of_money		= 4'd2 ,
							Bag_is_full			= 4'd4 , 
							Not_Having_PKM	    = 4'd6 ,
						    Has_Not_Grown	    = 4'd8 ,
							Not_Having_Item		= 4'd10 ,
							HP_is_Zero			= 4'd13
							}  Error_Msg ;
typedef enum logic  [3:0] { No_type			= 4'd0 ,
							Grass		 	= 4'd1 ,
							Fire	     	= 4'd2 ,
                            Water	     	= 4'd4 , 
							Electric     	= 4'd8 ,
							Normal			= 4'd5
							}  PKM_Type ;
typedef enum logic  [3:0] { No_stage		= 4'd0 ,
							Lowest		 	= 4'd1 ,
							Middle	     	= 4'd2 ,
                            Highest	     	= 4'd4  
							}  Stage ;
typedef enum logic  [3:0] { No_item			= 4'd0 ,
							Berry	       	= 4'd1 ,
							Medicine      	= 4'd2 ,
							Candy			= 4'd4 ,
                            Bracer	     	= 4'd8 ,
							Water_stone		= 4'd9 ,
							Fire_stone		= 4'd10,
							Thunder_stone	= 4'd12
							}  Item ;
typedef enum logic  [1:0] { No_stone		= 2'd0 ,
							W_stone    		= 2'd1 ,
							F_stone     	= 2'd2 ,
							T_stone			= 2'd3 
							}  Stone ;
typedef logic [7:0] Player_id;
typedef logic [3:0] Item_num;
typedef logic [13:0] Money;
typedef logic [15:0] Money_ext;
typedef logic [7:0] HP;
typedef logic [7:0] ATK;
typedef logic [7:0] EXP;
typedef struct packed {
	Item_num	berry_num;
	Item_num	medicine_num;
	Item_num	candy_num;
	Item_num	bracer_num;
	Stone		stone;
	Money		money;
} Bag_Info; 
typedef struct packed {
	Stage		stage;
	PKM_Type	pkm_type;
	HP			hp;
	ATK			atk;
	EXP			exp;
} PKM_Info; 
typedef struct packed {
	Bag_Info	bag_info;
	PKM_Info	pkm_info;
} Player_Info; 
typedef union packed{ 
	Money_ext	d_money;
	Player_id	[1:0]d_id;
    Action		[3:0]d_act;
	PKM_Type	[3:0]d_type;
	Item		[3:0]d_item;
} DATA;
typedef enum logic { pkm  = 0,
					 item = 1
					}  PKM_Item ;
typedef enum logic  [3:0]{ IDLE      = 4'd0,
						   CHNG_ID   = 4'd1,
						   GET_ACT   = 4'd2,
						   WAIT      = 4'd3,
						   CHECK_ERR = 4'd4,
						   EXE       = 4'd5,
						   EVO       = 4'd6,
						   WRITE_B   = 4'd7,
						   OUT       = 4'd8
					       }  State ;
endpackage
import usertype::*;  
module CC(
	in_n0,
	in_n1, 
	in_n2, 
	in_n3, 
    in_n4, 
	in_n5, 
	opt,
    equ,
	out_n
);
input [3:0]in_n0;
input [3:0]in_n1;
input [3:0]in_n2;
input [3:0]in_n3;
input [3:0]in_n4;
input [3:0]in_n5;
input [2:0] opt;
input equ;
output [9:0] out_n;
reg signed [9:0] out_n;
reg signed [4:0] number [0:5];
reg signed [4:0] temp;
integer i, j;
always @(*) begin
    if(opt[0])begin  
		number[0] = {in_n0[3], in_n0};
		number[1] = {in_n1[3], in_n1};
		number[2] = {in_n2[3], in_n2};
		number[3] = {in_n3[3], in_n3};
		number[4] = {in_n4[3], in_n4};
		number[5] = {in_n5[3], in_n5};		
	end
	else begin       
		number[0] = {1'b0, in_n0};
		number[1] = {1'b0, in_n1};
		number[2] = {1'b0, in_n2};
		number[3] = {1'b0, in_n3};
		number[4] = {1'b0, in_n4};
		number[5] = {1'b0, in_n5};
	end
    if(number[0] > number[1]) begin
        temp = number[0];
        number[0] = number[1];
        number[1] = temp;
    end
    if(number[1] > number[2]) begin
        temp = number[1];
        number[1] = number[2];
        number[2] = temp;
    end
    if(number[0] > number[1]) begin
        temp = number[0];
        number[0] = number[1];
        number[1] = temp;
    end
    if(number[3] > number[4]) begin
        temp = number[3];
        number[3] = number[4];
        number[4] = temp;
    end
    if(number[4] > number[5]) begin
        temp = number[4];
        number[4] = number[5];
        number[5] = temp;
    end
    if(number[3] > number[4]) begin
        temp = number[3];
        number[3] = number[4];
        number[4] = temp;
    end
    if(number[0] > number[3]) begin
        temp = number[0];
        number[0] = number[3];
        number[3] = temp;
    end
    if(number[1] > number[4]) begin
        temp = number[1];
        number[1] = number[4];
        number[4] = temp;
    end
    if(number[2] > number[5]) begin
        temp = number[2];
        number[2] = number[5];
        number[5] = temp;
    end
    if(number[1] > number[3]) begin
        temp = number[1];
        number[1] = number[3];
        number[3] = temp;
    end
    if(number[2] > number[4]) begin
        temp = number[2];
        number[2] = number[4];
        number[4] = temp;
    end
    if(number[2] > number[3]) begin
        temp = number[2];
        number[2] = number[3];
        number[3] = temp;
    end
    if(opt[1])begin
        temp = number[0];
        number[0] = number[5];
        number[5] = temp;
        temp = number[1];
        number[1] = number[4];
        number[4] = temp;
        temp = number[2];
        number[2] = number[3];
        number[3] = temp;
    end
    if(opt[2])begin
        number[1] = (number[0]*2 + number[1])/3;
        number[2] = (number[1]*2 + number[2])/3;
        number[3] = (number[2]*2 + number[3])/3;
        number[4] = (number[3]*2 + number[4])/3;
        number[5] = (number[4]*2 + number[5])/3;
    end
    else begin
        number[1] = number[1] + ~number[0] + 1;
        number[3] = number[3] + ~number[0] + 1;
        number[4] = number[4] + ~number[0] + 1;
        number[5] = number[5] + ~number[0] + 1;
        number[0] = 0;
    end
    number[2] = number[1] - number[0];
end
always @(*) begin
	if(!equ)begin
		out_n = ((number[3] + number[4]*4)*number[5])/3;
	end
	else begin
        out_n = number[5]*number[2];
		if(out_n[9])begin
			out_n = ~out_n + 1;
		end 
	end
end
endmodule
==> /design/flow/run.sh <==
#!/bin/bash
# OpenROAD 26Q1-2900-gdf79404cd8, Yosys 0.63+post, stock flow scripts
make -C /OpenROAD-flow-scripts/flow DESIGN_CONFIG=/design/flow/config.mk WORK_HOME=/design/flow/orfs finish
==> /design/flow/config.mk <==
export PLATFORM = sky130hd
export DESIGN_NAME = CC
export DESIGN_NICKNAME = CC
export VERILOG_FILES = /design/flow/design.v
export SDC_FILE = /design/flow/constraint.sdc
export NUM_CORES = 4
export LEC_CHECK = 1
export CORE_UTILIZATION = 30
==> /design/flow/constraint.sdc <==
current_design CC

set clk_period 69.7
set clk_io_pct 0.2

create_clock -name clk0 -period $clk_period

set non_clock_inputs [all_inputs -no_clocks]
set_input_delay [expr $clk_period * $clk_io_pct] -clock clk0 $non_clock_inputs
set_output_delay [expr $clk_period * $clk_io_pct] -clock clk0 [all_outputs]
==> flow_summary.yaml <==
# flow metrics
yosys:
  yosys_warnings: 2
  yosysChipArea_mm2: 0.0132
  synth_cells: 1880
  synthDistinctLibCells: 113
  ys_cells: 1880
  syn_area_per_cell_um2: 7.03
  synth_seq_share: 0
  synth_area_mm2: 0.0132
global_routing:
  grt_overflow: 0
  grt_max_degree: 42
  antenna_found_initial: 0
  grt_pass1_vias: 12300
  gr-usage-all-layers: 0.161
  grt_pass1_wl_um: 59400
floorplanning:
  fp-utilization: 0.306
  die_h_um: 212
  die_w_um: 212
  io_pins: 38
  core_area_mm2: 0.0433
  dieArea_mm2: 0.0449
  row_count: 76
run:
  cap_violations: 0
  warnings: 32
setup_path:
  worstPathRequired_ps: 55760
  slowest_stage: "a2111oi_1"
  crit_type: "in2out"
  crit_family: "AND-OR/OR-AND gates"
  max_stage_delay_ps: 570
  crit_fanout: 21
  critPathCaptureType: "primary output"
  crit_buf_inv: 18
  crit_top_cell: "ha_1"
  startpoint_type: "input port"
  critPathArrivalTime_ps: 52820
hold_path:
  hold_end: "out_n[1]"
  hp-class: "in2out"
  holdPathStages: 4
  hold_start: "equ"
routing:
  drt-total-wl_um: 35800
  drt-vias-per-instance: 5.27
  ant_nets: 0
  dr.pass1.iters: 5
  drc_errors: 0
  wl_per_cell_um: 14.1
  vias: 13400
  antenna_cells: 0
  dr.first_iter.drc_count: 694
final_layout:
  drive_gt1_frac: 0.128
  seq_area_um2: 0
  layout_top_cell: "inv_1"
  syn_to_final_growth_pct: 16.4
  final_cell_mix: "inv_1 (199), nor2_1 (176), nand2_1 (162), ha_1 (161), a21oi_1 (115)"
  utilization: 0.356
  seq_cells: 0
  final_cell_area_mm2: 0.0154
  fill_cells: 4368
  clkbuf_count: 0
placement:
  portBuffers: 38
  post-place-ws_ps: -944
  placed_area_mm2: 0.0145
  hpwlAfterDp_um: 29900
  gp_congestion: 0.938
final_timing:
  hold-worst-slack_ps: 29250
  setup_viol: 0
  fin_ws_ps: 2940
  tightestPinTransition_ps: 945
  hold_violations: 0
  clock.fmax_ghz: 0.0150
  min_period_ps: 66760
  finalMaxSlewViolations: 0
  relSlewSlack: 0.365
  fin_crit_sh: 0.958
run_status:
  outcome: "finished clean"
clock_tree:
  cts_hold_buf: 0
-- synth_stat cells (39+ instances only) --
library cell	instances	area, um^2
nor3_1	53	265
nor2_1	182	683
xnor2_1	91	797
o21ai_0	101	505
fa_1	56	1120
a21oi_1	133	666
ha_1	165	2060
xor2_1	52	455
inv_1	199	747
clkbuf_1	39	146
nand2_1	166	623
mux2i_1	78	781
-- per-stage QoR --
stage,instances,TNS [ps]
3_3_place_gp,2508,-516
3_5_place_dp,2508,-7230
6_report,2544,0
4_1_cts,2513,0
5_1_grt,2544,-1350
2_1_floorplan,1880,0
-- worst max path at each step --
stage | to | slack (ps) | cells after the start | startpoint
finish | out_n[1] | 2940 | 188 | in_n4[3]
CTS | out_n[7] | 30 | 188 | in_n4[3]
global route | out_n[8] | -220 | 196 | in_n4[3]
-- worst min-delay path: stages --
cell             delay [ps]
clkdlybuf4s50_1         720
nand2_1                 170
o31ai_1                  70
clkdlybuf4s50_1         410
-- logic make-up (layout without fill, tap and decap cells) --
group	Yosys count	after routing	synth area share
xor+xnor	146	146	0.0989
mux	104	104	0.0832
fa+ha+maj	222	222	0.242
buf+inv	249	328	0.0723
simple gates	638	638	0.234
compound gates	521	521	0.270
-- repair_timing --
action | 4_1_cts | 5_1_grt
buffers inserted | 5 | 31
resized | 11 | 107
setup endpoints to repair | 10 | 10
endpoints found under the hold margin | 0 | 0
pin swaps | 2 | 17
-- per-layer routing --
layer | global-route usage | vias to the layer above | wire [um]
met5 | 0 | - | 0
met2 | 0.273 | 253 | 16600
met3 | 0.00499 | 32 | 1030
li1 | - | 6924 | -
met4 | 0.0222 | 0 | 520
met1 | 0.233 | 6204 | 17600
-- final cells by class --
| type | count | area [um^2] | area share |
|---|---|---|---|
| inverters | 200 | 751 | 0.0488 |
| multi-input cells | 1631 | 12800 | 0.834 |
| well taps | 585 | 732 | 0.0475 |
| repair buffers | 128 | 1070 | 0.0694 |
